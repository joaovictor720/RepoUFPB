## config.mk

```make
export PLATFORM = sky130hd
export DESIGN_NAME = comparador
export DESIGN_NICKNAME = comparador
export VERILOG_FILES = /design/flow/design.v
export SDC_FILE = /design/flow/constraint.sdc
export NUM_CORES = 4
export LEC_CHECK = 1
export CORE_AREA = 10 10 70 70
export DIE_AREA = 0 0 80 80
```

## constraint.sdc

```tcl
current_design comparador

set clk_period 2.5
set clk_io_pct 0.2

create_clock -name clk0 -period $clk_period

set non_clock_inputs [all_inputs -no_clocks]
set_input_delay [expr $clk_period * $clk_io_pct] -clock clk0 $non_clock_inputs
set_output_delay [expr $clk_period * $clk_io_pct] -clock clk0 [all_outputs]
```

## design.v

```verilog
module comparador(input [7:0] x, y, output maior, menor, igual);
always @(x, y) begin
if (x > y)
	begin
		maior = 1;
		igual = 0;
		menor = 0;
	end
else if (x == y)
	begin
		maior = 0;
		igual = 1;
		menor = 0;
	end
else if (x < y)
	begin
		maior = 0;
		igual = 0;
		menor = 1;
	end
end
endmodule
```

## run.sh

```bash
#!/bin/bash
# OpenROAD 26Q1-2900-gdf79404cd8, Yosys 0.63+post, stock flow scripts
make -C /OpenROAD-flow-scripts/flow DESIGN_CONFIG=/design/flow/config.mk WORK_HOME=/design/flow/orfs finish
```

==> datasheet_impl.txt <==
Physical implementation characteristics

Parameter                              Value

Outcome
  Run status .................. finished, final reports clean

Detailed routing
  Topmost layer with routed signal wires .................. met3
  Routed wire length on met3 .................. 94 um
  Met1 layer wirelength in the final routing .................. 436 um
  DRC violations left .................. 0
  Met2 WL post-DR .................. 277 um
  DRC marker count from the first detailed-route iteration .................. 17
  Post-detailed-route count of antenna-violating nets .................. 0
  Detailed-route via count .................. 250
  WL final .................. 808 um
  Post-DR vias/cell .................. 2.60
  TritonRoute pass-1 iters .................. 2
  ANT cells .................. 0
  Wirelength per Cell .................. 8.42 um

Yosys
  Number of instances in the synthesized netlist .................. 30
  Dominant cell area share .................. 0.447
  # Cells Yosys .................. 30
  Biggest area consumer among synthesized cells .................. sky130_fd_sc_hd__ha_1
  Netlist area before placement .................. 224 sq um
  Sequential element share of the synthesized area .................. 0
  Count of unique library cells instantiated by Yosys .................. 12
  Yosys Chip Area .................. 224 sq um
  Yosys warning tally .................. 10
  Mean cell area of the mapped netlist .................. 7.47 sq um
  Leading cell types by total area after synthesis .................. sky130_fd_sc_hd__ha_1, sky130_fd_sc_hd__inv_1, sky130_fd_sc_hd__a21oi_1

Finish
  Number of non-filler instances in the completed layout .................. 96
  Leading cell type in the layout, fill and taps excluded .................. sky130_fd_sc_hd__clkdlybuf4s50_1
  Tally of clock buffers in the finished layout .................. 0
  Top cells excl fill/tap .................. sky130_fd_sc_hd__clkdlybuf4s50_1, sky130_fd_sc_hd__ha_4, sky130_fd_sc_hd__inv_1, sky130_fd_sc_hd__inv_2
  Area of all placed cells without fillers .................. 562 sq um
  Flip-flops .................. 0
  Area growth, synth to finish .................. 151%
  Tally of filler cells in the layout .................. 387
  Share of layout cells above drive strength 1 .................. 0.360
  Sequential cell area .................. 0 sq um

Power and ir drop
  Clock group share of total power .................. 0
  Power density of the placed cells .................. 149 nW/um^2
  Max VDD drop .................. 62.4 uV
  Logic gate share of total power .................. 1.000
  Net switching share of the total power .................. 0.382
  Total internal power .................. 0.0000518 W
  Power share of the sequential group .................. 0
  Leakage power of the design .................. 0.234 nW
  Net switching power .................. 0.0000321 W

Placement
  Detailed placer's ending HPWL .................. 717 um
  Placer Congestion .................. 0.747
  Cell count after placement .................. 95
  Pre-CTS setup slack .................. -0.290 ns
  IO buf count .................. 19
  Post-DP Area .................. 472 sq um

Global route
  Aggregate global routing overflow .................. 0
  Vias in the first global route .................. 265
  Number of antenna violations at the first check in global routing .................. 0
  Wire length of the first global-routing pass .................. 1.28 mm
  Maximum number of pins on one net before global-route repair .................. 5
  Overall global routing resource usage .................. 0.0249

Setup path
  Arrival time at the worst endpoint .................. 1.93 ns
  Required @ worst endpoint .................. 2.00 ns
  Cell type group with the largest total delay on the critical path .................. buffers and inverters
  Cell breakdown of the critical path .................. clkdlybuf4s50_1, inv_2, ha_4, nand4_1, buf_4, nor2_1, dlygate4sd2_1
  Crit. End Element .................. output port
  Largest incremental delay on the critical path .................. 0.47 ns
  Maximum net fanout on the critical path .................. 4
  Worst setup path class .................. in2out
  Total buffers and inverters traversed by the critical path .................. 4
  Startpoint type of the worst setup path .................. input port
  Library cell contributing the largest single delay on the critical path .................. sky130_fd_sc_hd__clkdlybuf4s50_1

STA
  Share of the clock period used by the worst path after layout .................. 0.974
  Max Freq .................. 0.411 GHz
  Pins Over Slew Limit .................. 0
  Transition time at the pin with the least slew margin .................. 0.187 ns
  Unrepaired setup endpoints after global routing .................. false
  Count of final setup violators .................. 0
  Headroom to the max-slew limit .................. 0.875
  Fin Setup TNS .................. 0 ns
  Min Tclk post-route .................. 2.43 ns
  Worst Setup Slack, final .................. 0.0658 ns
  Count of final hold-check violations .................. 0

Job
  Number of warning messages in the logs .................. 32
  # Max-Cap Violations .................. 0

Floorplanning
  Site Rows .................. 21
  Die height .................. 80 um
  Die W .................. 80 um
  Ports placed on the boundary .................. 19
  Die Size .................. 6400 sq um
  Total core area .................. 3420 sq um
  Initial core utilization .................. 0.0656

Min path
  Hold/Removal Path Class .................. in2out

Clock network
  Count of hold buffers inserted by post-cts repair .................. 0
[cell type report]
class	instances	area [sq um]	area share
Multi-Input combinational cell	22	280	0.499
Timing Repair Buffer	20	194	0.345
Tap cell	46	57.6	0.102
Inverter	8	30.0	0.0535
[what timing repair did]
item	CTS	global route
pin swaps	8	6
cloned	0	0
setup buffers	2	0
gates resized	10	13
setup endpoints to repair	3	3
[synth_stat cells]
library cell / n
sky130_fd_sc_hd__nor2b_4: 1
sky130_fd_sc_hd__o22a_1: 1
sky130_fd_sc_hd__o211ai_2: 1
sky130_fd_sc_hd__a31oi_1: 1
sky130_fd_sc_hd__a21oi_1: 3
sky130_fd_sc_hd__nor2_1: 2
sky130_fd_sc_hd__o21ai_1: 1
sky130_fd_sc_hd__ha_1: 8
sky130_fd_sc_hd__inv_1: 8
sky130_fd_sc_hd__nand4_1: 2
sky130_fd_sc_hd__nand2_1: 1
sky130_fd_sc_hd__a21oi_2: 1
[kinds of logic (layout without fill, tap and decap cells)]
family / after synthesis / after routing / share of synthesized area
AND-OR/OR-AND: 8 / 8 / 0.251
AND/OR/NAND/NOR: 6 / 6 / 0.168
adder cells (fa/ha/maj): 8 / 8 / 0.447
buffers and inverters: 8 / 28 / 0.134
[through the flow]
| step | total power (W) | hold WS [ns] | util |
|---|---|---|---|
| 2_1_floorplan | 0.0000299 | 1.26 | - |
| 3_3_place_gp | 0.0000685 | 2.19 | 0.138 |
| 3_5_place_dp | 0.0000695 | 2.21 | 0.138 |
| 4_1_cts | 0.0000756 | 1.89 | 0.153 |
| 5_1_grt | 0.0000948 | 1.68 | 0.164 |
| 6_report | 0.0000839 | 1.60 | 0.164 |
[final timing paths]
kind	startpoint	to	slack, ns	cells past startpoint
max	y[7]	igual	0.07	7
min	y[5]	menor	1.60	7
[power groups by stage]
stage,logic (W),clock network (W),registers [W]
4_1_cts,0.0000756,0,0
6_report,0.0000839,0,0
5_1_grt,0.0000948,0,0
[routing by layer]
layer  up-vias  global-route usage
li1        146                   -
met1        90              0.0382
met3         0              0.0114
met4         0                   0
met2        14              0.0321
met5         -                   0
Power and IR drop assume default switching activity.
